File: design/flow/run.sh
#!/bin/bash
# OpenROAD 26Q1-2900-gdf79404cd8, Yosys 0.63+post, stock flow scripts
make -C /OpenROAD-flow-scripts/flow DESIGN_CONFIG=/design/flow/config.mk WORK_HOME=/design/flow/orfs finish
File: design/flow/config.mk
export PLATFORM = sky130hd
export DESIGN_NAME = CRC_gen
export DESIGN_NICKNAME = CRC_gen
export VERILOG_FILES = /design/flow/design.v
export SDC_FILE = /design/flow/constraint.sdc
export NUM_CORES = 4
export LEC_CHECK = 1
export CORE_UTILIZATION = 50
File: design/flow/constraint.sdc
current_design CRC_gen

set clk_period 4.1
set clk_io_pct 0.2

create_clock -name clk0 -period $clk_period [get_ports {Clk}]

set non_clock_inputs [all_inputs -no_clocks]
set_input_delay [expr $clk_period * $clk_io_pct] -clock clk0 $non_clock_inputs
set_output_delay [expr $clk_period * $clk_io_pct] -clock clk0 [all_outputs]
File: design/flow/design.v
module CRC_gen (
Reset       ,
Clk         ,
Init        ,
Frame_data  ,
Data_en     ,
CRC_rd      ,
CRC_end     ,
CRC_out     
);
input           Reset       ;
input           Clk         ;
input           Init        ;
input   [7:0]   Frame_data  ;
input           Data_en     ;
input           CRC_rd      ;
output  [7:0]   CRC_out     ;
output          CRC_end     ;
reg [7:0]       CRC_out     ;
reg [31:0]      CRC_reg;
reg             CRC_end;
reg [3:0]       Counter;
function[31:0]  NextCRC;
    input[7:0]      D;
    input[31:0]     C;
    reg[31:0]       NewCRC;
    begin
    NewCRC[0]=C[24]^C[30]^D[1]^D[7];
    NewCRC[1]=C[25]^C[31]^D[0]^D[6]^C[24]^C[30]^D[1]^D[7];
    NewCRC[2]=C[26]^D[5]^C[25]^C[31]^D[0]^D[6]^C[24]^C[30]^D[1]^D[7];
    NewCRC[3]=C[27]^D[4]^C[26]^D[5]^C[25]^C[31]^D[0]^D[6];
    NewCRC[4]=C[28]^D[3]^C[27]^D[4]^C[26]^D[5]^C[24]^C[30]^D[1]^D[7];
    NewCRC[5]=C[29]^D[2]^C[28]^D[3]^C[27]^D[4]^C[25]^C[31]^D[0]^D[6]^C[24]^C[30]^D[1]^D[7];
    NewCRC[6]=C[30]^D[1]^C[29]^D[2]^C[28]^D[3]^C[26]^D[5]^C[25]^C[31]^D[0]^D[6];
    NewCRC[7]=C[31]^D[0]^C[29]^D[2]^C[27]^D[4]^C[26]^D[5]^C[24]^D[7];
    NewCRC[8]=C[0]^C[28]^D[3]^C[27]^D[4]^C[25]^D[6]^C[24]^D[7];
    NewCRC[9]=C[1]^C[29]^D[2]^C[28]^D[3]^C[26]^D[5]^C[25]^D[6];
    NewCRC[10]=C[2]^C[29]^D[2]^C[27]^D[4]^C[26]^D[5]^C[24]^D[7];
    NewCRC[11]=C[3]^C[28]^D[3]^C[27]^D[4]^C[25]^D[6]^C[24]^D[7];
    NewCRC[12]=C[4]^C[29]^D[2]^C[28]^D[3]^C[26]^D[5]^C[25]^D[6]^C[24]^C[30]^D[1]^D[7];
    NewCRC[13]=C[5]^C[30]^D[1]^C[29]^D[2]^C[27]^D[4]^C[26]^D[5]^C[25]^C[31]^D[0]^D[6];
    NewCRC[14]=C[6]^C[31]^D[0]^C[30]^D[1]^C[28]^D[3]^C[27]^D[4]^C[26]^D[5];
    NewCRC[15]=C[7]^C[31]^D[0]^C[29]^D[2]^C[28]^D[3]^C[27]^D[4];
    NewCRC[16]=C[8]^C[29]^D[2]^C[28]^D[3]^C[24]^D[7];
    NewCRC[17]=C[9]^C[30]^D[1]^C[29]^D[2]^C[25]^D[6];
    NewCRC[18]=C[10]^C[31]^D[0]^C[30]^D[1]^C[26]^D[5];
    NewCRC[19]=C[11]^C[31]^D[0]^C[27]^D[4];
    NewCRC[20]=C[12]^C[28]^D[3];
    NewCRC[21]=C[13]^C[29]^D[2];
    NewCRC[22]=C[14]^C[24]^D[7];
    NewCRC[23]=C[15]^C[25]^D[6]^C[24]^C[30]^D[1]^D[7];
    NewCRC[24]=C[16]^C[26]^D[5]^C[25]^C[31]^D[0]^D[6];
    NewCRC[25]=C[17]^C[27]^D[4]^C[26]^D[5];
    NewCRC[26]=C[18]^C[28]^D[3]^C[27]^D[4]^C[24]^C[30]^D[1]^D[7];
    NewCRC[27]=C[19]^C[29]^D[2]^C[28]^D[3]^C[25]^C[31]^D[0]^D[6];
    NewCRC[28]=C[20]^C[30]^D[1]^C[29]^D[2]^C[26]^D[5];
    NewCRC[29]=C[21]^C[31]^D[0]^C[30]^D[1]^C[27]^D[4];
    NewCRC[30]=C[22]^C[31]^D[0]^C[28]^D[3];
    NewCRC[31]=C[23]^C[29]^D[2];
    NextCRC=NewCRC;
    end
        endfunction
always @ (posedge Clk or posedge Reset)
    if (Reset)
        CRC_reg     <=32'hffffffff;
    else if (Init)
        CRC_reg     <=32'hffffffff;
    else if (Data_en)
        CRC_reg     <=NextCRC(Frame_data,CRC_reg);
    else if (CRC_rd)
        CRC_reg     <={CRC_reg[23:0],8'hff};
always @ (CRC_rd or CRC_reg)
    if (CRC_rd)
        CRC_out     <=~{
                        CRC_reg[24],
                        CRC_reg[25],
                        CRC_reg[26],
                        CRC_reg[27],
                        CRC_reg[28],
                        CRC_reg[29],
                        CRC_reg[30],
                        CRC_reg[31]
                        };
    else
        CRC_out     <=0;
always @(posedge Clk or posedge Reset)
    if (Reset)
        Counter     <=0;
    else if (!CRC_rd)
        Counter     <=0;
    else 
        Counter     <=Counter + 1;
always @ (Counter)
    if (Counter==3)
        CRC_end=1;
    else
        CRC_end=0;
endmodule
==> run_results.csv <==
group,metric,value,unit
hold_path,hold_depth,1,
drt,routedWlPerCell,15.8,µm
finish,lay_top_count,"xnor2_1",
sta,fin_worst_skew,0.00441,ns
drt,vias_per_cell,5.26,
sta,max_freq,308,MHz
global_routing,antenna_found_initial,0,
floorplanning,rows,25,
worst_setup_path,setup.worst_path.end_class,"output pin",
drt,antenna-diode-count,0,
logic_synthesis,mappedNetlistArea,0.00252,mm²
floorplanning,die-area,0.00534,mm²
global_routing,overflow,0,
worst_setup_path,start_kind,"input pin",
global_routing,grt_pass1_wl,8670,µm
placed_design,portBuffers,21,
floorplanning,fp_util,0.527,
logic_synthesis,syn_area_per_cell,10.4,µm²
placed_design,routabilityCongestion,0.804,
finish,largest_reg_flops,32,
logic_synthesis,synth_seq_share,0.373,
worst_setup_path,cp.required,3.28,ns
clocking,cts_sinks,36,
floorplanning,die_h,73.0,µm
clocking,clock.latency.late_pin,0.29,ns
clocking,ctsHoldBuffers,0,
clocking,cts_buffer_depth,2,
logic_synthesis,ys_area,0.00252,mm²
power,p_leak,0.00113,µW
sta,period_used_share,0.791,
logic_synthesis,syn_inst,242,
job,warnings,26,
sta,finalSetupViolCount,0,
clocking,cts_max_level,2,
clocking,tritoncts,"yes",
outcome,status,"completed",
finish,area_delta_synth_final,14.4,%
worst_setup_path,path_class,"in2out",
worst_setup_path,cp_data_arrival_time,2.42,ns
global_routing,grt_pass1_vias,1742,
sta,fin_setup_tns,0,ns
drt,drt_iter0_drc,96,
finish,final_cell_mix,"xnor2_1, dfstp_2, nor2_1",
sta,worstMarginPinSlew,0.772,ns
job,maxCapViolations,0,
drt,drc_errors,0,
hold_path,hold_class,"reg2reg",
logic_synthesis,yosys_warnings,1,
floorplanning,ios,22,
drt,final_antenna_net_count,0,
floorplanning,die-width,73.0,µm
logic_synthesis,ys_ff,36,
sta,min_period,3.24,ns
power,power.density,728,mW/mm²
drt,wirelength,5170,µm
sta,grt_setup_unrepaired,"no",
clocking,cts_setup_buffers,0,
power,p_total,2100,µW
sta,timing.final.hold_violations,0,
worst_setup_path,worstPathMaxFanout,18,
clocking,cts_buffers,5,
global_routing,grt_use_total,0.222,
global_routing,grt_max_degree,37,
power,ir_worst_vdd,0.496,mV
sta,drv_slew,0,
clocking,cts_root_buffer,"clkbuf_8",
logic_synthesis,ys_cells,242,
placed_design,dp_hpwl,3520,µm
clocking,clk_pin_slew,0.07,ns
drt,drt-pass1-iter-count,4,
worst_setup_path,reg2reg_depth,5,
finish,fillers,407,
drt,vias,1726,
sta,maxSlewHeadroom,0.482,
logic_synthesis,yosysUniqueCellTypes,33,
floorplanning,coreArea,0.00479,mm²
finish,drive_gt1_frac,0.218,
clocking,cts-resized-gates,0,
metal layers:
metal / routed length, µm / vias to the layer above / track usage
met1: 2430 / 822 / 0.331
met3: 190 / 8 / 0.0294
li1: - / 857 / -
met2: 2450 / 39 / 0.363
met5: 0 / - / 0
met4: 96 / 0 / 0.0458
cell usage after synthesis, drive strengths merged:
cell type	count	area, µm²
o32ai	4	35.0
a211oi	2	15.0
clkbuf	13	48.8
buf	2	8.75
dfstp	32	841
xnor3	1	26.3
mux2i	16	160
dfrtp	4	100
xor2	16	166
a2111oi	2	17.5
and2	3	18.8
or3	1	6.26
or2	2	12.5
and2b	1	8.76
nand2	4	15.0
nor3b	1	7.51
ha	1	12.5
a21oi	14	70.1
inv	1	3.75
nor3	2	10.0
a211o	16	140
and4b	2	20.0
o21bai	4	30.0
nor2b	12	75.1
xor3	1	25.0
xnor2	53	528
nand3	1	5.00
nor2	31	116
through the flow:
stage	hold WS, ns	worst slack [ns]	area (µm²)	utilization	cells
after floorplan	0.432	1.46	2520	-	242
after global placement	0.444	0.888	2800	0.585	320
after detailed placement	0.470	0.853	2800	0.585	320
after CTS	0.481	0.853	2890	0.603	328
after global routing	0.507	0.766	2890	0.603	328
final	0.480	0.856	2890	0.603	328
report_power, final:
| group | switching [µW] | internal [µW] |
|---|---|---|
| Sequential | 118 | 546 |
| Clock | 123 | 137 |
| Combinational | 563 | 615 |
| Total | 803 | 1300 |
cell type report:
class                           count  area (µm²)  area share
Clock buffer                        8        90.1      0.0312
Timing Repair Buffer               26         248      0.0858
Tap cell                           67        83.8      0.0290
Sequential cell                    36         941       0.326
Multi-Input combinational cell    190        1520       0.527
Inverter                            1        3.75     0.00130
critical path, stage by stage:
cell and delay (ns):
clkdlybuf4s50_1 0.91, and2b_2 0.24, clkdlybuf4s50_1 0.45
cells by family after synthesis:
kind of cell | Yosys count | synth area share
xor gates and xnor gates | 71 | 0.295
and+or+nand+nor | 60 | 0.117
AOI/OAI and AO/OA | 42 | 0.122
DFF | 36 | 0.373
buffers and inverters | 16 | 0.0243
muxes | 16 | 0.0635
adders and majority gates | 1 | 0.00496
path summary, 6_finish.rpt:
| path | from | to | slack [ns] |
|---|---|---|---|
| worst max-delay path | CRC_rd | CRC_out[3] | 0.86 |
| worst min-delay path | Counter[0]$_DFF_PP0_ | Counter[0]$_DFF_PP0_ | 0.48 |
| worst max register to register | CRC_reg[24]$_DFFE_PP1P_ | CRC_reg[2]$_DFFE_PP1P_ | 1.92 |
| worst min register to register | Counter[0]$_DFF_PP0_ | Counter[0]$_DFF_PP0_ | 0.48 |
| max in group asynchronous | Reset | CRC_reg[6]$_DFFE_PP1P_ | 2.81 |
| min in group asynchronous | Reset | Counter[3]$_DFF_PP0_ | 0.95 |
Power figures rest on the tool's default switching activity, not on a simulated workload.
