**/design/flow/design.v**
```verilog
module Reg_int (
input                   Reset                   ,
input                   Clk_reg                 ,
input                   CSB                     ,
input                   WRB                     ,
input           [15:0]  CD_in                   ,
output   reg    [15:0]  CD_out                  ,
input           [7:0]   CA                      ,
output          [4:0]   Tx_Hwmark               ,
output          [4:0]   Tx_Lwmark               ,   
output                  pause_frame_send_en     ,               
output          [15:0]  pause_quanta_set        ,
output                  MAC_tx_add_en           ,               
output                  FullDuplex              ,
output          [3:0]   MaxRetry                ,
output          [5:0]   IFGset                  ,
output          [7:0]   MAC_tx_add_prom_data    ,
output          [2:0]   MAC_tx_add_prom_add     ,
output                  MAC_tx_add_prom_wr      ,
output                  tx_pause_en             ,
output                  xoff_cpu                ,
output                  xon_cpu                 ,
output                  MAC_rx_add_chk_en       ,   
output          [7:0]   MAC_rx_add_prom_data    ,   
output          [2:0]   MAC_rx_add_prom_add     ,   
output                  MAC_rx_add_prom_wr      ,   
output                  broadcast_filter_en     ,
output          [15:0]  broadcast_bucket_depth              ,
output          [15:0]  broadcast_bucket_interval           ,
output                  RX_APPEND_CRC           ,
output          [4:0]   Rx_Hwmark           ,
output          [4:0]   Rx_Lwmark           ,
output                  CRC_chk_en              ,               
output          [5:0]   RX_IFG_SET              ,
output          [15:0]  RX_MAX_LENGTH           , 
output          [6:0]   RX_MIN_LENGTH           , 
output          [5:0]   CPU_rd_addr             ,
output                  CPU_rd_apply            ,
input                   CPU_rd_grant            ,
input           [31:0]  CPU_rd_dout             ,
output                  Line_loop_en            ,
output          [2:0]   Speed                   ,
output          [7:0]   Divider                 , 
output          [15:0]  CtrlData                , 
output          [4:0]   Rgad                    , 
output          [4:0]   Fiad                    , 
output                  NoPre                   , 
output                  WCtrlData               , 
output                  RStat                   , 
output                  ScanStat                , 
input                   Busy                    , 
input                   LinkFail                , 
input                   Nvalid                  , 
input           [15:0]  Prsd                    , 
input                   WCtrlDataStart          , 
input                   RStatStart              , 
input                   UpdateMIIRX_DATAReg      
);
    RegCPUData U_0_000(Tx_Hwmark                ,7'd000,16'h0009,Reset,Clk_reg,!WRB,CSB,CA,CD_in);
    RegCPUData U_0_001(Tx_Lwmark                ,7'd001,16'h0008,Reset,Clk_reg,!WRB,CSB,CA,CD_in);
    RegCPUData U_0_002(pause_frame_send_en      ,7'd002,16'h0000,Reset,Clk_reg,!WRB,CSB,CA,CD_in);
    RegCPUData U_0_003(pause_quanta_set         ,7'd003,16'h0000,Reset,Clk_reg,!WRB,CSB,CA,CD_in);
    RegCPUData U_0_004(IFGset                   ,7'd004,16'h000c,Reset,Clk_reg,!WRB,CSB,CA,CD_in);
    RegCPUData U_0_005(FullDuplex               ,7'd005,16'h0001,Reset,Clk_reg,!WRB,CSB,CA,CD_in);
    RegCPUData U_0_006(MaxRetry                 ,7'd006,16'h0002,Reset,Clk_reg,!WRB,CSB,CA,CD_in);
    RegCPUData U_0_007(MAC_tx_add_en            ,7'd007,16'h0000,Reset,Clk_reg,!WRB,CSB,CA,CD_in);
    RegCPUData U_0_008(MAC_tx_add_prom_data     ,7'd008,16'h0000,Reset,Clk_reg,!WRB,CSB,CA,CD_in);
    RegCPUData U_0_009(MAC_tx_add_prom_add      ,7'd009,16'h0000,Reset,Clk_reg,!WRB,CSB,CA,CD_in);
    RegCPUData U_0_010(MAC_tx_add_prom_wr       ,7'd010,16'h0000,Reset,Clk_reg,!WRB,CSB,CA,CD_in);
    RegCPUData U_0_011(tx_pause_en              ,7'd011,16'h0000,Reset,Clk_reg,!WRB,CSB,CA,CD_in);
    RegCPUData U_0_012(xoff_cpu                 ,7'd012,16'h0000,Reset,Clk_reg,!WRB,CSB,CA,CD_in);
    RegCPUData U_0_013(xon_cpu                  ,7'd013,16'h0000,Reset,Clk_reg,!WRB,CSB,CA,CD_in);
    RegCPUData U_0_014(MAC_rx_add_chk_en        ,7'd014,16'h0000,Reset,Clk_reg,!WRB,CSB,CA,CD_in);
    RegCPUData U_0_015(MAC_rx_add_prom_data     ,7'd015,16'h0000,Reset,Clk_reg,!WRB,CSB,CA,CD_in);
    RegCPUData U_0_016(MAC_rx_add_prom_add      ,7'd016,16'h0000,Reset,Clk_reg,!WRB,CSB,CA,CD_in);
    RegCPUData U_0_017(MAC_rx_add_prom_wr       ,7'd017,16'h0000,Reset,Clk_reg,!WRB,CSB,CA,CD_in);
    RegCPUData U_0_018(broadcast_filter_en      ,7'd018,16'h0000,Reset,Clk_reg,!WRB,CSB,CA,CD_in);
    RegCPUData U_0_019(broadcast_bucket_depth   ,7'd019,16'h0000,Reset,Clk_reg,!WRB,CSB,CA,CD_in);
    RegCPUData U_0_020(broadcast_bucket_interval,7'd020,16'h0000,Reset,Clk_reg,!WRB,CSB,CA,CD_in);
    RegCPUData U_0_021(RX_APPEND_CRC            ,7'd021,16'h0000,Reset,Clk_reg,!WRB,CSB,CA,CD_in);
    RegCPUData U_0_022(Rx_Hwmark                ,7'd022,16'h001a,Reset,Clk_reg,!WRB,CSB,CA,CD_in);
    RegCPUData U_0_023(Rx_Lwmark                ,7'd023,16'h0010,Reset,Clk_reg,!WRB,CSB,CA,CD_in);
    RegCPUData U_0_024(CRC_chk_en               ,7'd024,16'h0000,Reset,Clk_reg,!WRB,CSB,CA,CD_in);
    RegCPUData U_0_025(RX_IFG_SET               ,7'd025,16'h000c,Reset,Clk_reg,!WRB,CSB,CA,CD_in);
    RegCPUData U_0_026(RX_MAX_LENGTH            ,7'd026,16'h2710,Reset,Clk_reg,!WRB,CSB,CA,CD_in);
    RegCPUData U_0_027(RX_MIN_LENGTH            ,7'd027,16'h0040,Reset,Clk_reg,!WRB,CSB,CA,CD_in);
    RegCPUData U_0_028(CPU_rd_addr              ,7'd028,16'h0000,Reset,Clk_reg,!WRB,CSB,CA,CD_in);
    RegCPUData U_0_029(CPU_rd_apply             ,7'd029,16'h0000,Reset,Clk_reg,!WRB,CSB,CA,CD_in);
    RegCPUData U_0_033(Line_loop_en             ,7'd033,16'h0000,Reset,Clk_reg,!WRB,CSB,CA,CD_in);
    RegCPUData U_0_034(Speed                    ,7'd034,16'h0004,Reset,Clk_reg,!WRB,CSB,CA,CD_in);
always @ (posedge Clk_reg or posedge Reset)
    if (Reset)
        CD_out  <=0;
    else if (!CSB&&WRB)
        case (CA[7:1])
                7'd00:    CD_out<=Tx_Hwmark                  ;
                7'd01:    CD_out<=Tx_Lwmark                  ; 
                7'd02:    CD_out<=pause_frame_send_en        ; 
                7'd03:    CD_out<=pause_quanta_set           ;
                7'd04:    CD_out<=IFGset                     ; 
                7'd05:    CD_out<=FullDuplex                 ; 
                7'd06:    CD_out<=MaxRetry                   ;
                7'd07:    CD_out<=MAC_tx_add_en              ; 
                7'd08:    CD_out<=MAC_tx_add_prom_data       ;
                7'd09:    CD_out<=MAC_tx_add_prom_add        ; 
                7'd10:    CD_out<=MAC_tx_add_prom_wr         ; 
                7'd11:    CD_out<=tx_pause_en                ; 
                7'd12:    CD_out<=xoff_cpu                   ;
                7'd13:    CD_out<=xon_cpu                    ; 
                7'd14:    CD_out<=MAC_rx_add_chk_en          ; 
                7'd15:    CD_out<=MAC_rx_add_prom_data       ;
                7'd16:    CD_out<=MAC_rx_add_prom_add        ; 
                7'd17:    CD_out<=MAC_rx_add_prom_wr         ; 
                7'd18:    CD_out<=broadcast_filter_en        ; 
                7'd19:    CD_out<=broadcast_bucket_depth     ;    
                7'd20:    CD_out<=broadcast_bucket_interval  ;   
                7'd21:    CD_out<=RX_APPEND_CRC              ; 
                7'd22:    CD_out<=Rx_Hwmark                  ; 
                7'd23:    CD_out<=Rx_Lwmark                  ; 
                7'd24:    CD_out<=CRC_chk_en                 ; 
                7'd25:    CD_out<=RX_IFG_SET                 ; 
                7'd26:    CD_out<=RX_MAX_LENGTH              ; 
                7'd27:    CD_out<=RX_MIN_LENGTH              ; 
                7'd28:    CD_out<=CPU_rd_addr                ; 
                7'd29:    CD_out<=CPU_rd_apply               ;
                7'd30:    CD_out<=CPU_rd_grant               ;
                7'd31:    CD_out<=CPU_rd_dout[15:0]          ; 
                7'd32:    CD_out<=CPU_rd_dout[31:16]         ;                 
                7'd33:    CD_out<=Line_loop_en               ;
                7'd34:    CD_out<=Speed                      ; 
                default:  CD_out<=0                          ;
        endcase
endmodule   
module RegCPUData(
RegOut,   
CA_reg_set, 
RegInit,  
Reset,    
Clk,      
CWR_pulse,
CCSB,
CA_reg,     
CD_in_reg
);
output[15:0]    RegOut; 
input[6:0]      CA_reg_set;  
input[15:0]     RegInit;
input           Reset;
input           Clk;
input           CWR_pulse;
input           CCSB;
input[7:0]      CA_reg;
input[15:0]     CD_in_reg;
reg[15:0]       RegOut; 
always  @(posedge Reset or posedge Clk)
    if(Reset)
        RegOut      <=RegInit;
    else if (CWR_pulse && !CCSB && CA_reg[7:1] ==CA_reg_set[6:0])  
        RegOut      <=CD_in_reg;
endmodule           
```
**/design/flow/run.sh**
```bash
#!/bin/bash
# OpenROAD 26Q1-2900-gdf79404cd8, Yosys 0.63+post, stock flow scripts
make -C /OpenROAD-flow-scripts/flow DESIGN_CONFIG=/design/flow/config.mk WORK_HOME=/design/flow/orfs finish
```
**/design/flow/config.mk**
```make
export PLATFORM = sky130hd
export DESIGN_NAME = Reg_int
export DESIGN_NICKNAME = Reg_int
export VERILOG_FILES = /design/flow/design.v
export SDC_FILE = /design/flow/constraint.sdc
export NUM_CORES = 4
export LEC_CHECK = 1
export CORE_UTILIZATION = 30
```
**/design/flow/constraint.sdc**
```tcl
current_design Reg_int

set clk_period 1.9
set clk_io_pct 0.2

create_clock -name clk0 -period $clk_period [get_ports {Clk_reg}]

set non_clock_inputs [all_inputs -no_clocks]
set_input_delay [expr $clk_period * $clk_io_pct] -clock clk0 $non_clock_inputs
set_output_delay [expr $clk_period * $clk_io_pct] -clock clk0 [all_outputs]
```
==> out/metrics.cfg <==
[clock_network]
cts-root-buf = clkbuf_16
cts.clk_slew.worst_paths_ns = 0.07
cts_tree = done
clkSinkCount = 168
insertion_delay_ns = 0.43
htreeDepth = 4
clock_path_buffers = 2
cts_buffers = 17

[yosys]
syn-mean-instance-area_um2 = 11.8
synth_cell_types = 65
mux_share_pct = 22.2
ys.flop_type = dfrtp_1
yosys.area.top_type = dfrtp_1
edf_count = 0
synth_cells = 729
fa_ha_area_share_pct = 0
xor_share_pct = 0.102
ys_chip_area_mm2 = 0.00861
synthArstFlopShare_pct = 100
synth_flop_count = 168
yosys_warnings = 69
synth_seq_share_pct = 49.1
logic_family = multiplexers
yosys.area.top_type_share_pct = 43.0
synthAoiAreaFrac_pct = 11.1
top_cells_by_area = dfrtp_1 (43%), mux2_2 (21%), dfstp_2 (6.1%)
netlist_area_mm2 = 0.00861
synthSimpleGateAreaFrac_pct = 10.7
ys_cells = 729

[timing]
tightest_slew_ns = 0.561
period_needed_ns = 1.86
maxSlewHeadroom_pct = 62.3
hold_violations = 0
setup-tns-final_ns = 0
rsz0062_at_grt = no
fmax_ghz = 0.539
fin_ws_ns = 0.0448
setup_viol = 0
slew_viol_final = 0
finClkSkew_ns = 0.0125
fin_crit_sh_pct = 97.6

[power_and_ir_drop]
leakage_nw = 5.74
powerDensity_mw_per_mm2 = 680
pwr-share-clk_pct = 40.3
comb_power_share_pct = 14.8
total_power_w = 0.00885
p_sw_w = 0.00230
p_seq_share_pct = 44.8
p_int_w = 0.00655
ir_worst_vdd_mv = 0.531
switching_share_pct = 26.0

[routing]
drtIter0Drc = 509
routedWlPerCell_um = 22.8
num_vias = 7400
firstDrtPassIters = 5
finalWirelength_um = 33200
antenna_left = 0
remaining_drc_errors = 0
viasPerCell = 5.08

[grt]
antenna_found_initial = 1
grt_busiest_layer = met1
overflow = 0
use_met1_pct = 36.3
grt_usage_pct = 23.4
grt_pass1_wl_um = 48300
met3_usage_pct = 4.99
first_global_vias = 7302
grt_start_max_net_pins = 41
grt_use_met2_pct = 35.1

[worst_setup_path]
cpLargestDelayFamily = flip-flops
path_depth = 1
slowest_delay_ns = 0.58
critical_path_buf_inv_count = 1
arrival_ns = 1.48
cp_max_fo = 3
critPathLaunchType = register
r2r_start = U_0_013.RegOut[0]$_DFFE_PP0P_
r2r_slack_ns = 0.29
required_ns = 1.52
cp_slowest_cell = dfstp_2
regToRegEndpoint = CD_out[0]$_DFFE_PP0P_
reg2regPathDepth = 5
cp-end-kind = primary output
setup.worst_path.class = register to primary output
crit_chain = clkdlybuf4s50_1

[place]
post-place-cells = 1420
io_buffers = 227
pre_cts_ws_ns = -0.948
place_congestion = 0.932
post-dp-hpwl_um = 25700

[floorplanning]
die_height_um = 171
core_area_mm2 = 0.0280
die-area_mm2 = 0.0294
fp_util_pct = 30.7
rows = 61
dieWidth_um = 171
num_io_pins = 289

[run]
cap_violations = 0
warning_count = 49

[layout]
final_cells = 1457
area_delta_synth_final_pct = 51.2
layout-drive-gt1-share_pct = 36.9

[hold_path]
min_path_type = input pin to asynchronous set/reset pin

[status]
status = complete, no violations

-- how the worst max path moves through the flow --
| stage | from | to | slack (ns) |
|---|---|---|---|
| global route | U_0_005.RegOut[0]$_DFFE_PP1P_ | FullDuplex | 0.007 |
| CTS | U_0_026.RegOut[4]$_DFFE_PP1P_ | RX_MAX_LENGTH[4] | 0.005 |
| finish | U_0_000.RegOut[3]$_DFFE_PP1P_ | Tx_Hwmark[3] | 0.04 |
-- cells by family (layout without fill, tap and decap cells) --
kind of cell,count (synthesis),after routing
buffers and inverters,99,411
AND-OR/OR-AND,125,125
flip-flops,168,168
multiplexers,171,171
XOR/XNOR,1,1
other,1,39
AND/OR/NAND/NOR,164,164
-- power groups by stage --
stage | Combinational (W) | Clock (W) | Sequential (W)
CTS | 0.00132 | 0.00361 | 0.00397
finish | 0.00131 | 0.00357 | 0.00397
global route | 0.00141 | 0.00377 | 0.00399
-- through the flow --
step / hold slack (ns) / util [%] / instance area [um2]
2_1_floorplan: 0.458 / - / 8820
3_3_place_gp: 0.503 / 43.9 / 12300
3_5_place_dp: 0.506 / 43.9 / 12300
4_1_cts: 0.316 / 46.4 / 13000
5_1_grt: 0.329 / 46.5 / 13000
6_report: 0.312 / 46.5 / 13000
-- final cells by class --
cell class,count,area (um2)
clock inverter,14,161
tap,378,473
fill,2539,15000
timing repair buffer,376,3650
antenna,1,2.50
sequential,168,4230
multi-input combinational,499,4060
clock buffer,18,429
inverter,3,15.0
-- cell usage after synthesis, types with 2 or more instances --
| master | count |
|---|---|
| nor4bb_1 | 2 |
| nand2_1 | 43 |
| o211ai_1 | 3 |
| dfstp_2 | 20 |
| nor3_2 | 2 |
| nor4_2 | 2 |
| nor2b_1 | 11 |
| nor4b_1 | 2 |
| dfrtp_1 | 148 |
| o22ai_1 | 5 |
| and3_1 | 5 |
| nor3_1 | 7 |
| and2_1 | 8 |
| nand3_1 | 23 |
| nor2_1 | 22 |
| a211oi_1 | 3 |
| and4_1 | 2 |
| buf_4 | 43 |
| a32oi_1 | 10 |
| buf_2 | 27 |
| mux2_2 | 161 |
| or2_2 | 2 |
| a41oi_1 | 4 |
| nand4_1 | 8 |
| inv_1 | 3 |
| mux2i_1 | 10 |
| a21bo_2 | 2 |
| a32o_1 | 2 |
| clkbuf_1 | 21 |
| a22o_1 | 8 |
| nand3b_1 | 5 |
| a2111oi_0 | 5 |
| a22oi_1 | 13 |
| nand2b_1 | 5 |
| a31oi_1 | 17 |
| a311oi_1 | 2 |
| o21ai_0 | 14 |
| nor3b_1 | 5 |
| a222oi_1 | 17 |
| a21oi_1 | 9 |
| buf_1 | 4 |
-- per-layer routing --
metal  routed length (um)  vias to the layer above
met1                15300                     3748
met5                    0                        -
met3                 2180                       24
met2                15200                      280
met4                  540                        0
li1                     -                     3348
-- sequential cells by signal, summed over array words and instances (netlist names), 6 cells and up --
name,count
CD_out,16
U_0_020.RegOut,16
U_0_019.RegOut,16
U_0_008.RegOut,8
U_0_026.RegOut,16
U_0_015.RegOut,8
U_0_028.RegOut,6
U_0_003.RegOut,16
U_0_027.RegOut,7
U_0_004.RegOut,6
U_0_025.RegOut,6
-- repair_timing --
item                                    CTS  global route
gates cloned                              0             0
endpoints found under the setup margin  127            18
gates resized                            32             3
setup buffers                             4             0
pin swaps                                 8             0
hold buffers                              0             0
-- cells in the final DEF (no fill, tap or decap), types with 17 or more instances in the layout --
cell type,count
nand3_1,23
a222oi_1,17
nand2_1,40
conb_1,38
a31oi_1,17
dfrtp_1,148
buf_12,20
dfstp_2,20
clkbuf_16,17
clkdlybuf4s50_1,218
mux2_2,156
nor2_1,21
buf_4,124
Power figures rest on the tool's default switching activity, not on a simulated workload.
